<file path="flow/config.mk">
export PLATFORM = sky130hd
export DESIGN_NAME = axis_adjustable_delay
export DESIGN_NICKNAME = axis_adjustable_delay
export VERILOG_FILES = /design/flow/design.v
export SDC_FILE = /design/flow/constraint.sdc
export NUM_CORES = 4
export LEC_CHECK = 1
export CORE_UTILIZATION = 40
</file>
<file path="flow/constraint.sdc">
current_design axis_adjustable_delay

set clk_period 115.5
set clk_io_pct 0.2

create_clock -name clk0 -period $clk_period [get_ports {clk}]

set non_clock_inputs [all_inputs -no_clocks]
set_input_delay [expr $clk_period * $clk_io_pct] -clock clk0 $non_clock_inputs
set_output_delay [expr $clk_period * $clk_io_pct] -clock clk0 [all_outputs]
</file>
<file path="flow/design.v">
`resetall
`timescale 1ns / 1ps
`default_nettype none
 (* KEEP_HIERARCHY = "YES" *) module parallel_add_and_copy # (
    parameter VECTOR_WIDTH = 160,
    parameter DATA_WIDTH = 16,
    parameter ACCUMSIZE = 32
)(
    input wire clk,
    input wire rst,
    input wire [VECTOR_WIDTH-1:0] input_tdata,
    input wire [VECTOR_WIDTH-1:0] input_copy_tdata,
    input wire input_tvalid,
    output reg [VECTOR_WIDTH-1:0] output_copy_tdata,
    output reg [ACCUMSIZE-1:0] output_sum_tdata,
    output reg output_tvalid 
);
   localparam  ELEMENTS_PER_VECTOR = VECTOR_WIDTH / DATA_WIDTH;
   reg [5 * ACCUMSIZE-1:0] accum0;
   reg [3 * ACCUMSIZE-1:0] accum1;
   reg [2 * ACCUMSIZE-1:0] accum2;
   reg [VECTOR_WIDTH-1:0]  copy0;
   reg [VECTOR_WIDTH-1:0]  copy1;
   reg [VECTOR_WIDTH-1:0]  copy2;
   reg tvalid0, tvalid1, tvalid2;
   genvar i;
   generate
      for (i = 0; i < 5; i = i + 1) begin
         wire [DATA_WIDTH-1:0] input_lhs = input_tdata[DATA_WIDTH * 2 * i +: DATA_WIDTH];
         wire [DATA_WIDTH-1:0] input_rhs = input_tdata[DATA_WIDTH * (2 * i + 1) +: DATA_WIDTH];
         wire [ACCUMSIZE-1:0]  lhs = {{ACCUMSIZE-DATA_WIDTH{1'b0}}, input_lhs[DATA_WIDTH-1:0]};
         wire [ACCUMSIZE-1:0]  rhs = {{ACCUMSIZE-DATA_WIDTH{1'b0}}, input_rhs[DATA_WIDTH-1:0]};
         always @ (posedge clk) begin
            accum0[ACCUMSIZE * i +: ACCUMSIZE] <= lhs + rhs;
         end
      end
   endgenerate
   genvar j;
   generate
      for (j = 0; j < 2; j = j + 1) begin
         always @ (posedge clk) begin
            accum1[ACCUMSIZE * j +: ACCUMSIZE] <= accum0[ACCUMSIZE * 2 * j +: ACCUMSIZE] + accum0[ACCUMSIZE * (2 * j + 1) +: ACCUMSIZE];
         end
      end
   endgenerate
   always @ (posedge clk) begin
      accum1[ACCUMSIZE * 2 +: ACCUMSIZE] <= accum0[ACCUMSIZE * 4 +: ACCUMSIZE];
      accum2[ACCUMSIZE * 0 +: ACCUMSIZE] <= accum1[ACCUMSIZE * 0 +: ACCUMSIZE] + accum1[ACCUMSIZE * 1 +: ACCUMSIZE];
      accum2[ACCUMSIZE * 1 +: ACCUMSIZE] <= accum1[ACCUMSIZE * 2 +: ACCUMSIZE];
      output_sum_tdata <= accum2[ACCUMSIZE * 0 +: ACCUMSIZE] + accum2[ACCUMSIZE * 1 +: ACCUMSIZE];
      copy0 <= input_copy_tdata;
      copy1 <= copy0;
      copy2 <= copy1;
      output_copy_tdata <= copy2;
      tvalid0 <= input_tvalid;
      tvalid1 <= tvalid0;
      tvalid2 <= tvalid1;
      output_tvalid <= tvalid2;
   end
endmodule
`resetall
`resetall
`timescale 1ns / 1ps
`default_nettype none
 (* KEEP_HIERARCHY = "YES" *) module parallel_exp #(
    parameter VECTOR_WIDTH = 160,
    parameter DATA_WIDTH = 16
)(
    input wire clk,
    input wire rst,
    input wire [VECTOR_WIDTH-1:0] input_tdata,
    input wire input_tvalid,
    output wire [VECTOR_WIDTH-1:0] output_tdata,
    output wire output_tvalid
);
   localparam  ELEMENTS_PER_VECTOR = VECTOR_WIDTH / DATA_WIDTH;
   wire [ELEMENTS_PER_VECTOR-1:0] exp_tvalid;
   assign output_tvalid = exp_tvalid[0];
   genvar      i;
   generate
      for (i = 0; i < ELEMENTS_PER_VECTOR; i = i + 1) begin
         exp #(
         .DATA_WIDTH(DATA_WIDTH)
         ) exp_inst (
            .clk(clk),
            .rst(rst),
            .input_tdata(input_tdata[i*DATA_WIDTH +: DATA_WIDTH]),
            .input_tvalid(input_tvalid),
            .input_tlast(),
            .output_tdata(output_tdata[i*DATA_WIDTH +: DATA_WIDTH]),
            .output_tvalid(exp_tvalid[i]),
            .output_tlast()
         );
      end
   endgenerate
endmodule
`resetall
`resetall
`timescale 1ns / 1ps
`default_nettype none
 (* KEEP_HIERARCHY = "YES" *) module parallel_logsoftmax # (
    parameter INPUT_WIDTH = 256,
    parameter DATA_WIDTH = 16,
    parameter ACCUMSIZE = 32,
    parameter MEMSIZE = 1024
)(
    input wire clk,
    input wire rst,
    input wire [INPUT_WIDTH-1:0] pre_softmax_tdata,
    input wire pre_softmax_tvalid,
    input wire pre_softmax_tlast,
    output reg [INPUT_WIDTH-1:0] post_softmax_tdata,
    output reg post_softmax_tvalid,
    output reg post_softmax_tlast
);
   localparam  ELEMENTS_PER_VECTOR = 10;
   localparam  ELEMENTS_PER_INPUT = INPUT_WIDTH / DATA_WIDTH;
   localparam  ELEMENTS_PER_CYCLE = (ELEMENTS_PER_INPUT < ELEMENTS_PER_VECTOR ? ELEMENTS_PER_INPUT : ELEMENTS_PER_VECTOR);
   localparam  VECTOR_WIDTH = ELEMENTS_PER_VECTOR * DATA_WIDTH;
   localparam  LOG_10 = 2;  
   reg [INPUT_WIDTH-1:0] lower_input_reg;  
   reg [VECTOR_WIDTH-1:0] input_reg;
   reg                    input_reg_tvalid, lower_input_reg_tvalid;
   generate
      if (INPUT_WIDTH >= VECTOR_WIDTH) begin
         always @ (posedge clk) begin
            if (rst) begin
               lower_input_reg <= {INPUT_WIDTH{1'b0}};
               input_reg_tvalid <= 1'b0;
               lower_input_reg_tvalid <= 1'b0;
            end else begin
               if (pre_softmax_tvalid) begin
               input_reg <= pre_softmax_tdata[VECTOR_WIDTH-1:0];
               input_reg_tvalid <= 1'b1;
               end
               else begin
                  input_reg_tvalid <= 1'b0;
               end
            end
         end
      end else begin
	      always @ (posedge clk) begin
            if (rst) begin
               lower_input_reg <= {INPUT_WIDTH{1'b0}};
               input_reg_tvalid <= 1'b0;
               lower_input_reg_tvalid <= 1'b0;
            end else begin
	            if (pre_softmax_tvalid) begin
                  if (!lower_input_reg_tvalid) begin
                     lower_input_reg <= pre_softmax_tdata;
                     lower_input_reg_tvalid <= 1'b1;
                  end
                  else begin
                     input_reg[INPUT_WIDTH-1:0] <= lower_input_reg;
                     input_reg[VECTOR_WIDTH-1:INPUT_WIDTH] <= pre_softmax_tdata[VECTOR_WIDTH-INPUT_WIDTH-1:0];
                     input_reg_tvalid <= 1'b1;
                     lower_input_reg_tvalid <= 1'b0;
                     lower_input_reg <= {INPUT_WIDTH{1'b0}};
                  end  
	            end  
	            else begin
		            input_reg_tvalid <= 1'b0;
	            end  
	         end  
	      end  
      end  
   endgenerate
   wire [VECTOR_WIDTH-1:0] input_reg1;  
   wire [DATA_WIDTH-1:0] max_input_value;  
   wire post_max_tvalid;
   parallel_max_and_copy # (
      .VECTOR_WIDTH(VECTOR_WIDTH),
      .DATA_WIDTH(DATA_WIDTH)
   ) pmax_inst (
      .clk(clk),
      .rst(rst),
      .input_tdata(input_reg),
      .input_tvalid(input_reg_tvalid),
      .input_copy_tdata(input_reg),
      .output_copy_tdata(input_reg1),
      .output_max_tdata(max_input_value),
      .output_tvalid(post_max_tvalid)
   );
   reg [VECTOR_WIDTH-1:0] input_reg2;  
   reg [DATA_WIDTH-1:0] max_input_value2;  
   reg [DATA_WIDTH-1:0] prescaler;  
   reg			input_reg2_tvalid;
   always @(posedge clk) begin
      input_reg2 <= input_reg1;
      max_input_value2 <= max_input_value;
      prescaler <= 11 - max_input_value;
      input_reg2_tvalid <= post_max_tvalid;
      if (post_max_tvalid) begin
	      $display("max_input_value %d prescaler %d", $signed(max_input_value), $signed(11 - max_input_value));
      end
   end
   reg [VECTOR_WIDTH-1:0] input_reg3;  
   reg [VECTOR_WIDTH-1:0] prescaled_input_reg3;  
   reg [DATA_WIDTH-1:0] max_input_value3;  
   reg [DATA_WIDTH-1:0] prescaler3;  
   reg			input_reg3_tvalid;
   always @(posedge clk) begin
      input_reg3 <= input_reg2;
      max_input_value3 <= max_input_value2;
      prescaler3 <= prescaler;
      input_reg3_tvalid <= input_reg2_tvalid;
   end
   genvar i;
   generate
      for (i = 0; i < ELEMENTS_PER_VECTOR; i = i + 1) begin: prescale
         always @(posedge clk) begin
            prescaled_input_reg3[DATA_WIDTH * i +: DATA_WIDTH] <= input_reg2[DATA_WIDTH * i +: DATA_WIDTH] + prescaler;
         end
      end
   endgenerate
   reg [VECTOR_WIDTH-1:0] prescaled_input_reg4;  
   reg [DATA_WIDTH-1:0]	  prescaler4;
   wire [VECTOR_WIDTH-1:0] post_exp_tdata;  
   wire post_exp_tvalid;
   parallel_exp #(.VECTOR_WIDTH(VECTOR_WIDTH),
                  .DATA_WIDTH(DATA_WIDTH))
       pexp_inst (
                  .clk(clk),
                  .rst(rst),
                  .input_tdata(prescaled_input_reg3),
                  .input_tvalid(input_reg3_tvalid),
                  .output_tdata(post_exp_tdata),
                  .output_tvalid(post_exp_tvalid)
                  );
   always @(posedge clk) begin
      prescaled_input_reg4 <= prescaled_input_reg3;
      prescaler4 <= prescaler3;
   end
   wire [VECTOR_WIDTH-1:0] prescaled_input_reg5;  
   wire [ACCUMSIZE-1:0] sum_of_exp_of_z;  
   wire post_add_tvalid;
   parallel_add_and_copy # (
      .VECTOR_WIDTH(VECTOR_WIDTH),
      .DATA_WIDTH(DATA_WIDTH),
		.ACCUMSIZE(ACCUMSIZE)
   ) psum_inst (
      .clk(clk),
      .rst(rst),
      .input_tdata(post_exp_tdata),
      .input_tvalid(post_exp_tvalid),
      .input_copy_tdata(prescaled_input_reg4),
      .output_copy_tdata(prescaled_input_reg5),
      .output_sum_tdata(sum_of_exp_of_z),
      .output_tvalid(post_add_tvalid)
   );
   wire [DATA_WIDTH-1:0] post_log_value;  
   wire post_log_tvalid;
   reg [VECTOR_WIDTH-1:0] prescaled_input_reg6;  
   log #(
	 .DATA_WIDTH(ACCUMSIZE)
	 ) log_inst (
		     .clk(clk),
		     .rst(rst),
		     .input_tdata(sum_of_exp_of_z),
		     .input_tvalid(post_add_tvalid),
		     .input_tlast(),
		     .output_tdata(post_log_value),
		     .output_tvalid(post_log_tvalid),
		     .output_tlast()
		     );
   always @ (posedge clk) begin
      prescaled_input_reg6 <= prescaled_input_reg5;
   end
   reg [INPUT_WIDTH-1:0] upper_output_reg;
   reg upper_output_tvalid;
   always @ (posedge clk) begin
      if (rst) begin
         upper_output_reg <= {INPUT_WIDTH{1'b0}};
      end
   end
   generate
      for (i = 0; i < (ELEMENTS_PER_VECTOR - ELEMENTS_PER_CYCLE); i = i + 1) begin
         always @ (posedge clk) begin
            if (upper_output_tvalid) begin
               post_softmax_tdata[DATA_WIDTH * i +: DATA_WIDTH] <= (upper_output_reg[DATA_WIDTH * i +: DATA_WIDTH] - post_log_value);
               upper_output_reg[DATA_WIDTH * i +: DATA_WIDTH] <= 0;
	    end
            else if (post_log_tvalid) begin
               post_softmax_tdata[DATA_WIDTH * i +: DATA_WIDTH] <= (prescaled_input_reg6[DATA_WIDTH * i +: DATA_WIDTH] - post_log_value) + upper_output_reg[DATA_WIDTH * i +: DATA_WIDTH];
               upper_output_reg[DATA_WIDTH * i +: DATA_WIDTH] <= prescaled_input_reg6[DATA_WIDTH * (i + ELEMENTS_PER_CYCLE) +: DATA_WIDTH];
            end
         end
      end
   endgenerate
   genvar j;
   generate
      for (j = (ELEMENTS_PER_VECTOR - ELEMENTS_PER_CYCLE); j < ELEMENTS_PER_CYCLE; j = j + 1) begin
         always @ (posedge clk) begin
            if (post_log_tvalid) begin
               post_softmax_tdata[DATA_WIDTH * j +: DATA_WIDTH] <= prescaled_input_reg6[DATA_WIDTH * j +: DATA_WIDTH] - post_log_value;
            end else begin
               post_softmax_tdata[DATA_WIDTH * j +: DATA_WIDTH] <= 0;
            end
         end
      end
   endgenerate
   always @ (posedge clk) begin
      if (rst || upper_output_tvalid) begin
	      upper_output_tvalid <= 1'b0;
      end
      else if (post_log_tvalid && (ELEMENTS_PER_VECTOR > ELEMENTS_PER_CYCLE)) begin
	      upper_output_tvalid <= 1'b1;
      end
      post_softmax_tvalid <= !rst && (post_log_tvalid || upper_output_tvalid);
   end
endmodule
`resetall
`resetall
`timescale 1ns / 1ps
`default_nettype none
module axis_adjustable_delay # (
    parameter DATA_WIDTH = 256,
    parameter MAX_LATENCY = 50   
)(
    input wire clk,
    input wire rst,
    input wire [15:0] delay_count,
    input wire [DATA_WIDTH-1:0] s_axis_tdata,
    input wire s_axis_tvalid,
    input wire s_axis_tlast,
    output wire [DATA_WIDTH-1:0] m_axis_tdata,
    output wire m_axis_tvalid,
    output wire m_axis_tlast
);
    integer i;
    reg [DATA_WIDTH-1:0] tdata[MAX_LATENCY-1:0]; 
    reg tvalid[MAX_LATENCY-1:0];
    reg tlast[MAX_LATENCY-1:0];
    reg [15:0] local_delay_count;
    assign m_axis_tdata = tdata[local_delay_count-1];
    assign m_axis_tvalid = tvalid[local_delay_count-1];
    assign m_axis_tlast = tlast[local_delay_count-1];
    always @ (posedge clk)
        if (rst) begin
            local_delay_count <= 16'd0;
            for (i = 0; i < MAX_LATENCY; i=i+1) begin
                tdata[i] <= {DATA_WIDTH{1'b0}};
                tvalid[i] <= 1'b0;
                tlast[i] <= 1'b0;
            end
        end else begin
            local_delay_count <= delay_count;
            if (s_axis_tvalid) begin
                tdata[0] <= s_axis_tdata;
                tvalid[0] <= 1'b1;
                tlast[0] <= s_axis_tlast;
            end else begin
                tvalid[0] <= 1'b0;
                tlast[0] <= 1'b0;
            end
            for (i = 1; i < MAX_LATENCY; i=i+1) begin
                tdata[i] <= tdata[i-1];
                tvalid[i] <= tvalid[i-1];
                tlast[i] <= tlast[i-1];
            end
        end
endmodule
`resetall
</file>
<file path="flow/run.sh">
#!/bin/bash
# OpenROAD 26Q1-2900-gdf79404cd8, Yosys 0.63+post, stock flow scripts
make -C /OpenROAD-flow-scripts/flow DESIGN_CONFIG=/design/flow/config.mk WORK_HOME=/design/flow/orfs finish
</file>
==> flow_metrics.env <==
# physical design summary
export IMPL_die_w_mm=1.03
export IMPL_die_h_mm=1.03
export IMPL_fillCellCount=93942
export IMPL_crit_required_ns=92.40
export IMPL_grt_pass1_vias=298470
export IMPL_dieArea_um2=1070000
export IMPL_drive_gt1_share_pct=9.47
export IMPL_synthFlopType="dfxtp_1"
export IMPL_floorplan_core_util_pct=40.1
export IMPL_cp_slowest_cell="dfxtp_4"
export IMPL_rows=378
export IMPL_clock_skew_ns=0.0522
export IMPL_drt_antenna_violating_nets=0
export IMPL_cp_start_kind="register"
export IMPL_fin_setup_tns_ns=0
export IMPL_synthCells=39299
export IMPL_numCtsBuffers=1302
export IMPL_cts_sinks=12906
export IMPL_drt_pass1_iter_count=9
export IMPL_path_delay_family="buffers and inverters"
export IMPL_reg2reg_from="tdata[0][171]"
export IMPL_warnings=122
export IMPL_clock_latency_late_pin_ns=1.27
export IMPL_async_reset_ff_share_pct=0
export IMPL_io_pins=534
export IMPL_wl_per_cell_um=31.9
export IMPL_route_detailed_drc=0
export IMPL_grt_antenna_before_repair=199
export IMPL_crit_path_end_kind="primary output"
export IMPL_edf_count=0
export IMPL_synth_area_um2=424000
export IMPL_rsz0062_at_grt="no"
export IMPL_ys_seq_share_pct=60.9
export IMPL_grt_usage_pct=33.3
export IMPL_powerDensity_nw_per_um2=18.6
export IMPL_synth_flops=12906
export IMPL_fin_crit_sh_pct=27.9
export IMPL_min_to="tdata[12][140]"
export IMPL_reg2reg_slack_ns=114.35
export IMPL_synthDistinctLibCells=75
export IMPL_hp_start="tdata[11][140]"
export IMPL_coreArea_um2=1060000
export IMPL_status="complete, no violations"
export IMPL_whs_path_depth=1
export IMPL_r2r_end="tdata[0][171]"
export IMPL_vias=305802
export IMPL_leakage_nw=185
export IMPL_hold_violations=0
export IMPL_cts_buffer_depth=5
export IMPL_area_growth_pct=15.5
export IMPL_crit_top_cell="buf_4"
export IMPL_numPortBuffers=523
export IMPL_grt_ovfl_total=0
export IMPL_ys_cells=39299
export IMPL_crit_type="register to primary output"
export IMPL_cts_tree="done"
export IMPL_yosysWarnings=4
export IMPL_slew_viol_final=0
export IMPL_cts_repair_resized=0
export IMPL_grt_pass1_wl_mm=2390
export IMPL_reg2regPathDepth=2
export IMPL_hold_buffers=0
export IMPL_postCtsSetupRepairBufs=0
export IMPL_path_max_fanout=24
export IMPL_grt_max_degree=179
export IMPL_drt_iter0_drc=29278
export IMPL_worst_path_stages=14
export IMPL_setup_viol=0
export IMPL_maxCapViolCount=0
export IMPL_max_stage_delay_ns=0.83
export IMPL_finalPower_mw=9.11
export IMPL_hold_path_class="register to register"
export IMPL_critPathBufInv=8
export IMPL_relSlewSlack_pct=22.7
export IMPL_synth_chip_area_um2=424000
export IMPL_place_gp_congestion=0.949
export IMPL_ir_worst_vdd_mv=0.0167
export IMPL_viasPerCell=5.58
export IMPL_tightest_slew_ns=1.16
export IMPL_clk_pin_slew_ns=0.06
export IMPL_path_cells="buf_4, buf_4, nand4bb_4, buf_4, nor2_4, buf_4, buf_4, buf_4, buf_4, a22oi_1, o21ai_0, nor3_1, a31oi_1, clkdlybuf4s50_1"
export IMPL_htree_num_levels=7
export IMPL_dp_hpwl_mm=1070
export IMPL_fin_crit_ns=32.24
export IMPL_finalWirelength_mm=1740
export IMPL_clockRootBuffer="clkbuf_16"
export IMPL_fmax_mhz=31.0
export IMPL_cp_arrival_ns=9.14
export IMPL_avgSynthCellArea_um2=10.8
-- where the power goes --
group | total, mW | leakage, nW | switching [mW] | internal (mW)
registers | 4.48 | 104 | 0.0181 | 4.46
logic | 0.312 | 59.4 | 0.241 | 0.0704
clock network | 4.31 | 21.5 | 1.83 | 2.48
total | 9.11 | 185 | 2.09 | 7.02
-- cell usage after synthesis, drive strengths merged (38+ instances only) --
cell type,n,area share (%)
o211ai,93,0.16
a21oi,340,0.40
a221o,71,0.17
nor2b,12655,19
o22ai,42,0.062
a222oi,81,0.19
nand4,806,1.2
buf,957,1.2
a22oi,5178,9.2
dfxtp,12906,61
nor4,218,0.32
a22o,174,0.36
nor2,752,0.69
a2bb2oi,45,0.093
nand3,155,0.18
mux2i,517,1.2
clkbuf,1990,1.8
a31oi,159,0.23
o32a,39,0.092
or4,38,0.068
o21ai,115,0.14
a2111oi,39,0.082
nor3,284,0.34
mux2,377,1.0
nand2,1023,0.91
-- cells by family (layout without fill, tap and decap cells) --
| family | after synthesis | count (layout) | synth area share, % |
|---|---|---|---|
| AOI/OAI and AO/OA | 6521 | 6521 | 11.4 |
| other | 0 | 276 | 0 |
| DFF | 12906 | 12906 | 60.9 |
| buffers and inverters | 2949 | 4076 | 2.93 |
| muxes | 898 | 898 | 2.24 |
| and+or+nand+nor | 16025 | 16025 | 22.5 |
-- area by class of cell --
| cell class | count | area [um2] | share of cell area (%) |
|---|---|---|---|
| Tap cell | 14060 | 17600 | 3.59 |
| Inverter | 2 | 7.51 | 0.00153 |
| Clock buffer | 1932 | 38600 | 7.88 |
| Timing Repair Buffer | 1732 | 15000 | 3.06 |
| Antenna cell | 276 | 691 | 0.141 |
| Multi-Input combinational cell | 23444 | 155000 | 31.6 |
| Clock inverter | 410 | 5130 | 1.05 |
| Sequential cell | 12906 | 258000 | 52.7 |
-- cell usage in the layout, fill, tap and decap left out, types with 69 or more instances in the layout --
cell type        count
clkbuf_8           322
a222oi_1            81
nor2_1             682
dfxtp_1          12900
bufinv_16           69
diode_2            276
o21ai_0            114
clkbuf_16         1323
nor3_1             270
nand4_1            806
clkbuf_1           287
a31oi_1            140
nor4_1             217
nand3_1            153
mux2_2             375
a221o_1             71
o211ai_1            93
a22oi_1           5178
a22o_1             174
clkdlybuf4s50_1    521
buf_4             1156
nand2_1           1009
clkinv_2           200
mux2i_1            517
nor2b_1          12649
a21oi_1            339
-- worst max path at each step --
stage / from / endpoint / slack [ns]
6_report: local_delay_count[3] / m_axis_tdata[245] / 83.26
5_1_grt: local_delay_count[3] / m_axis_tdata[245] / 83.51
4_1_cts: local_delay_count[3] / m_axis_tdata[245] / 83.50
-- metrics by stage --
step / util, % / setup slack [ns] / instances / area [um2] / hold WS (ns)
finish: 46.3 / 83.26 / 54762 / 490000 / 0.422
global route: 46.3 / 83.51 / 54545 / 490000 / 0.439
CTS: 46.2 / 83.50 / 54486 / 490000 / 0.421
detailed placement: 42.1 / 84.64 / 52144 / 446000 / 0.442
global placement: 42.1 / 84.74 / 52143 / 446000 / 0.436
floorplan: - / 90.06 / 39299 / 424000 / 0.429
-- registers in the layout (all words and copies together) (netlist names) --
register           count
local_delay_count      6
tvalid                50
tdata              12800
tlast                 50
-- per-layer routing --
metal,GRT usage [%],up-vias,part of all wire [%]
li1,-,134890,-
met1,44.1,150343,38
met2,45.2,16043,41
met3,16.5,4366,14
met4,18.7,160,6.8
met5,0.412,-,0.094
-- worst reg2reg max path, stage by stage, from the launching register on --
cell and delay [ns]:
dfxtp_1 0.79, mux2i_1 0.17, nor2_1 0.13
Power is estimated from default activity; no workload was simulated.
